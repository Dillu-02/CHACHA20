**design/flow/config.mk**
```make
export PLATFORM = sky130hd
export DESIGN_NAME = qr
export DESIGN_NICKNAME = qr
export VERILOG_FILES = /design/flow/design.v
export SDC_FILE = /design/flow/constraint.sdc
export NUM_CORES = 4
export LEC_CHECK = 1
export CORE_UTILIZATION = 30
```
**design/flow/constraint.sdc**
```tcl
current_design qr

set clk_period 72.5
set clk_io_pct 0.2

create_clock -name clk0 -period $clk_period

set non_clock_inputs [all_inputs -no_clocks]
set_input_delay [expr $clk_period * $clk_io_pct] -clock clk0 $non_clock_inputs
set_output_delay [expr $clk_period * $clk_io_pct] -clock clk0 [all_outputs]
```
**design/flow/design.v**
```verilog
module qr(
    input  wire [31:0] a,     
    input  wire [31:0] b,     
    input  wire [31:0] c,     
    input  wire [31:0] d,     
    output wire [31:0] a_out,  
    output wire [31:0] b_out,  
    output wire [31:0] c_out,  
    output wire [31:0] d_out   
);
  reg [31:0] a_add1, a_add2;
  reg [31:0] b_xor1, b_rot12, b_xor2, b_rot7;
  reg [31:0] c_add1, c_add2;
  reg [31:0] d_xor1, d_rot16, d_xor2, d_rot8;
  always @(*)
    begin : qr_logic
    a_add1 = a + b;
    d_xor1 = d ^ a_add1;
    d_rot16 = {d_xor1[15:0], d_xor1[31:16]};
    c_add1 = c + d_rot16;
    b_xor1 = b ^ c_add1;
    b_rot12 = {b_xor1[19:0], b_xor1[31:20]};
    a_add2 = a_add1 + b_rot12;
    d_xor2 = d_rot16 ^ a_add2;
    d_rot8 = {d_xor2[23:0], d_xor2[31:24]};
    c_add2 = c_add1 + d_rot8;
    b_xor2 = b_rot12 ^ c_add2;
    b_rot7 = {b_xor2[24:0], b_xor2[31:25]};
  end
  assign a_out = a_add2;
  assign b_out = b_rot7;
  assign c_out = c_add2;
  assign d_out = d_rot8;
endmodule
```
**design/flow/run.sh**
```bash
#!/bin/bash
# OpenROAD 26Q1-2900-gdf79404cd8, Yosys 0.63+post, stock flow scripts
make -C /OpenROAD-flow-scripts/flow DESIGN_CONFIG=/design/flow/config.mk WORK_HOME=/design/flow/orfs finish
```
==> flow_summary_export.csv <==
group,metric,value,unit
setup_path,arrival,26.62,ns
synthesis,ys_seq_share,0,%
floorplan,die_h,163.8,µm
cells_and_area,drive_gt1_share,1.239,%
routing,route.detailed.drc,0,
floorplan,num_rows,58,
floorplan,die_x,163.8,µm
synthesis,avgSynthCellArea,7.434,µm²
cells_and_area,nClkBuffers,0,
cells_and_area,fin_area,10750,µm²
setup_path,startpoint_type,"input pin",
floorplan,dieArea,26840,µm²
cells_and_area,synthToLayoutAreaGrowth,36.75,%
global_routing,grt_overflow,0,
routing,drtIter0Drc,497,
final_timing,slew_headroom,40.93,%
clock_network,cts_hold_buf,0,
setup_path,required,58.00,ns
routing,routedWlPerCell,23.81,µm
final_timing,fin_crit,41.12,ns
setup_path,worst_path_max_delay_cell,"a211oi_1",
cells_and_area,n_fill_cell,2561,
placement,io_buffer_count,256,
global_routing,grt_pass1_wl,54450,µm
routing,vias,8932,
hold_path,hold_path_class,"input pin to primary output",
routing,via_per_inst,5.510,
routing,first_pass_iters,5,
final_timing,timing.fmax,24.32,MHz
final_timing,rsz0062_at_grt,"false",
cells_and_area,layout.cells.most_common_list,"clkdlybuf4s50_1, xor2_1, ha_1, a21oi_1, xnor2_1",
routing,ant_nets,0,
cells_and_area,flops,0,
routing,n_antenna_cell,0,
synthesis,ys_types,74,
setup_path,critPathKind,"input pin to primary output",
placement,dp_cells,1621,
global_routing,grt_pass1_vias,8533,
placement,gp_congestion,1.002,
final_timing,fin_setup_tns,0,ns
final_timing,setup_violations,0,
setup_path,slowest_delay,0.67,ns
cells_and_area,ff_latch_area,0,µm²
setup_path,crit_path_end_kind,"primary output",
setup_path,crit_top_cell,"xor2_1",
job,max-cap-violations,0,
run_status,outcome,"completed",
cells_and_area,lay_top_count,"clkdlybuf4s50_1",
clock_network,cts_resized,0,
global_routing,antenna_found_initial,0,
routing,wirelength,38590,µm
hold_path,hp-start,"d[27]",
global_routing,grt_max_degree,10,
final_timing,finalHoldViolCount,0,
cells_and_area,finalCoreUtilization,42.18,%
final_timing,period_used_share,56.71,%
global_routing,grt_usage,28.64,%
placement,placed_area,10750,µm²
hold_path,hold_path_end,"d_out[19]",
floorplan,core-area,25470,µm²
final_timing,slew_violations,0,
synthesis,yosysChipArea,7858,µm²
clock_network,post_cts_buffers,0,
hold_path,min_path_cells,4,
cells_and_area,stdcell_count,1621,
synthesis,ys_cells,1057,
job,log.warning_count,34,
synthesis,synth_area,7858,µm²
floorplan,io_pins,256,
synthesis,syn_inst,1057,
synthesis,ys_warn_count,1,
floorplan,fp-utilization,30.85,%
setup_path,crit_fanout,6,
placement,dpl.hpwl,35270,µm
final_timing,worst-slew-pin-transition,0.8798,ns
==> critical path, delay by kind of cell <==
kind | cells | cell delay, ns
buffers and inverters | 2 | 0.93
AND/OR/NAND/NOR | 3 | 0.53
XOR/XNOR | 7 | 1.97
adder cells (fa/ha/maj) | 6 | 2.06
AND-OR/OR-AND | 24 | 6.59
==> per-layer routing <==
layer	vias up	routed length (µm)	part of all wire [%]	track usage [%]
met3	74	2415	6.3	4.224
li1	4366	-	-	-
met2	350	17800	46	46.84
met4	0	1709	4.4	10.98
met1	4142	16670	43	37.96
met5	-	0	0	0
==> stage by stage <==
stage / hold WS [ns] / worst slack [ns]
after floorplan: 29.14 / 35.31
after global placement: 30.18 / 31.45
after detailed placement: 30.17 / 31.48
after CTS: 30.18 / 31.41
after global routing: 30.22 / 30.73
final: 30.18 / 31.38
==> final cells by class <==
class	count	area (µm²)	share of cell area (%)
inverter	39	146.4	1.362
tap	330	412.9	3.843
timing repair buffer	258	2577	23.99
multi-input combinational	994	7609	70.81
==> cells by family (layout without fill, tap and decap cells) <==
logic type	after synthesis	in the layout	share of synthesized area [%]
simple gates	246	246	15.14
fa+ha+maj	130	130	21.08
xor+xnor	249	249	29.62
mux	1	1	0.1274
compound gates	368	368	30.86
buf+inv	63	297	3.169
==> worst max path at each step <==
stage,end,cells past startpoint,from
CTS,c_out[28],45,b[0]
global route,b_out[3],45,b[0]
finish,c_out[28],42,b[0]
==> synth_stat cells, types with 5 or more instances <==
cell type	number	area share, %
xor2_1	149	17
ha_1	126	20
a21oi_1	105	6.7
xnor2_1	88	9.8
nand2_1	66	3.2
a21o_1	60	5.7
nor2_1	55	2.6
inv_1	39	1.9
nand3_1	31	2.0
o21ai_1	31	2.0
o21ai_0	28	1.8
nor3_1	19	1.2
a31oi_1	18	1.4
clkbuf_1	18	0.86
nor2b_1	17	1.4
o21bai_1	17	1.6
and3_1	13	1.0
o211ai_1	13	1.2
o21a_1	13	1.2
a211oi_1	12	1.1
nand2b_1	11	0.88
and2_1	9	0.72
o31ai_1	8	0.76
nand4_1	7	0.56
a2111oi_0	6	0.67
xnor3_1	6	1.7
a311oi_1	5	0.56
